**design/flow/run.sh**
```bash
#!/bin/bash
# OpenROAD 26Q1-2900-gdf79404cd8, Yosys 0.63+post, stock flow scripts
make -C /OpenROAD-flow-scripts/flow DESIGN_CONFIG=/design/flow/config.mk WORK_HOME=/design/flow/orfs finish
```
**design/flow/constraint.sdc**
```tcl
current_design adder

set clk_period 24.1
set clk_io_pct 0.2

create_clock -name clk0 -period $clk_period

set non_clock_inputs [all_inputs -no_clocks]
set_input_delay [expr $clk_period * $clk_io_pct] -clock clk0 $non_clock_inputs
set_output_delay [expr $clk_period * $clk_io_pct] -clock clk0 [all_outputs]
```
**design/flow/config.mk**
```make
export PLATFORM = sky130hd
export DESIGN_NAME = adder
export DESIGN_NICKNAME = adder
export VERILOG_FILES = /design/flow/design.v
export SDC_FILE = /design/flow/constraint.sdc
export NUM_CORES = 4
export LEC_CHECK = 1
export CORE_AREA = 10 10 85 85
export DIE_AREA = 0 0 95 95
```
**design/flow/design.v**
```verilog
`timescale 1ns / 1ps
module adder(
    input [31:0] in,
    input [31:0] inc,
    output [31:0] out
    );
    assign out=in+inc;
endmodule
```
==> results.tsv <==
metric	value	unit
I/O Buffers	96	
sequential cell area	0	sq um
Comb gate area	1680	sq um
YS warnings	0	
max cap viols	0	
yosys stat chip area	1740	sq um
diode count	0	
aggregate global routing overflow	0	
setup total negative slack	0	ps
Worst Path Arrival	7720	ps
critical path's largest stage delay	490	ps
Crit. End Element	primary output	
Hold Path Class	in2out	
Worst EP required	19280	ps
drt first pass iters	4	
first-pass GRT wire length	9490	um
gr usage total	12.4	%
Fin. Hold Viols	0	
die area	9030	sq um
hpwl dp	5120	um
register share after synthesis	0	%
Initial Util	31.9	%
RSZ-0062 raised after global routing	false	
Detail Route Antenna Nets	0	
via count	2079	
Syn Area/Cell	7.24	sq um
die width	95	um
post_cts resized	0	
kind of critical path	in2out	
num rows	27	
Routed Wire Length	5840	um
P&R area growth vs syn	57.7	%
outcome	finished clean	
Max-slew headroom	64.2	%
startpoint types	input pin	
Ports	96	
die height	95	um
worst-margin pin slew	523	ps
Filler cells	569	
Synth Cell Area	1740	sq um
Max Fclk	79.7	MHz
RD Place Congestion	0.925	
Synth Instances	241	
Setup-failing EPs final	0	
number of global-route vias before repair	2036	
DRC viols	0	
Unique cell types	50	
tool warnings	32	
crit path max fanout	4	
cts hold-fix bufs	0	
cells along the critical path	clkdlybuf4s50_1, ha_1, fa_1, a21o_1, a31o_2, nand3_1, o221ai_1, a311oi_1, o21bai_1, xor2_1, clkdlybuf4s50_1	
Fin Hold WS	10670	ps
Post-CTS Setup Bufs	0	
slowest stage cell on the critical path	clkdlybuf4s50_1	
Avg WL per Cell	14.7	um
Leakage	1.18	nW
Pwr per Cell Area	29.1	nW/um^2
Max Slew Vio Count	0	
initial antenna violation count	0	
Peak VDD IR	0.0118	mV
clock buf count	0	
post-layout minimum cycle time	12540	ps
layout cells sized above 1	3.07	%
most used cell, CP	clkdlybuf4s50_1	
initial drt markers	54	
largest net degree at the start of global routing	11	
via-per-instance ratio	5.22	
Seq Cell Count	0	
Core ar.	5470	sq um
Final period util	52.0	%
ys cells	241	
[path summary, 6_finish.rpt]
kind	from	end	cells past startpoint	slack (ps)
setup / recovery	in[0]	out[26]	11	11560
hold / removal	inc[0]	out[0]	3	10670
[critical path: cells and delay by family]
| family | cells | cell delay, ps |
|---|---|---|
| AOI/OAI and AO/OA | 5 | 1130 |
| xor gates and xnor gates | 1 | 130 |
| and+or+nand+nor | 1 | 90 |
| adders and majority gates | 2 | 640 |
| buffers and inverters | 2 | 890 |
[cells in the mapped netlist (2+ instances only)]
cell type / instances / area share, %
o21bai_1: 4 / 1.7
xnor2_1: 13 / 6.5
a31oi_1: 3 / 1.1
clkbuf_1: 8 / 1.7
inv_1: 6 / 1.3
nand3_1: 10 / 2.9
o221ai_1: 2 / 1.0
o21ai_0: 13 / 3.7
o211ai_1: 3 / 1.3
mux2i_1: 2 / 1.1
nor2_1: 12 / 2.6
nand2_1: 18 / 3.9
nand4_1: 8 / 2.9
nor3_1: 4 / 1.1
buf_2: 2 / 0.57
a311oi_1: 2 / 1.0
ha_1: 31 / 22
a21o_1: 19 / 8.2
o21a_1: 2 / 0.86
or2_2: 3 / 1.1
o311ai_1: 2 / 1.0
a21oi_1: 29 / 8.3
xor2_1: 15 / 7.5
nand2b_1: 2 / 0.72
a211oi_1: 3 / 1.3
[metal layers]
metal	global-route usage (%)	vias to the layer above	part of all wire, %
met4	0.623	0	0.50
met5	0	-	0
met1	16.3	913	48
met2	21.1	61	44
li1	-	1103	-
met3	2.88	2	8.0
[per-stage QoR]
step	worst slack, ps	power (W)	util, %	area (sq um)	instances
CTS	11520	0.0000814	50.3	2750	398
global route	11320	0.0000892	50.3	2750	398
detailed placement	11520	0.0000809	50.3	2750	398
finish	11560	0.0000800	50.3	2750	398
global placement	11550	0.0000809	50.3	2750	398
floorplan	12630	0.0000385	-	1740	241
[placed cells by master (no fill, tap or decap), drive strengths merged, types with 2 or more instances in the layout]
master,synthesis,layout
clkdlybuf4s50,0,96
ha,31,31
a21oi,29,29
a21o,19,19
nand2,18,18
xor2,15,15
o21ai,15,15
xnor2,13,13
nor2,12,12
nand3,10,10
nand4,8,8
inv,6,6
o21bai,5,5
nor3,4,4
or2,3,3
a211oi,3,3
o211ai,3,3
a31oi,3,3
a311oi,3,3
o21a,2,2
o221ai,2,2
nand2b,2,2
o311ai,2,2
mux2i,2,2
[kinds of logic after synthesis]
group                      synth area share (%)
muxes                                      1.15
xor gates and xnor gates                   14.1
adders and majority gates                  23.4
and+or+nand+nor                            18.3
buffers and inverters                      3.80
AOI/OAI and AO/OA                          39.3
[power breakdown]
| part | internal, W | total [W] | switching, W |
|---|---|---|---|
| clock network | 0 | 0 | 0 |
| logic | 0.0000483 | 0.0000800 | 0.0000318 |
| registers | 0 | 0 | 0 |
| total | 0.0000483 | 0.0000800 | 0.0000318 |
[area by class of cell]
| class | instances | share of cell area (%) |
|---|---|---|
| well taps | 72 | 3.27 |
| repair buffers | 96 | 34.9 |
| multi-input cells | 224 | 61.0 |
| inverters | 6 | 0.819 |
No activity file was given, so power comes from the tool's default toggle rates.
